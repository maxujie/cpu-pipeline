===== /design/flow/config.mk =====
export PLATFORM = sky130hd
export DESIGN_NAME = BCD7
export DESIGN_NICKNAME = BCD7
export VERILOG_FILES = /design/flow/design.v
export SDC_FILE = /design/flow/constraint.sdc
export NUM_CORES = 4
export LEC_CHECK = 1
export CORE_AREA = 10 10 70 70
export DIE_AREA = 0 0 80 80

===== /design/flow/design.v =====
module BCD7(
	din,
	dout
);
input 	[3:0]	din;
output 	[6:0] 	dout;
assign	dout=(din==4'h0)?7'b1000000:
             (din==4'h1)?7'b1111001:
             (din==4'h2)?7'b0100100:
             (din==4'h3)?7'b0110000:
             (din==4'h4)?7'b0011001:
             (din==4'h5)?7'b0010010:
             (din==4'h6)?7'b0000010:
             (din==4'h7)?7'b1111000:
             (din==4'h8)?7'b0000000:
             (din==4'h9)?7'b0010000:
			 (din==4'hA)?7'b0001000:
			 (din==4'hB)?7'b0000011:
			 (din==4'hC)?7'b1000110:
			 (din==4'hD)?7'b0100001:
			 (din==4'hE)?7'b0000110:
			 (din==4'hF)?7'b0001110:7'b0;
endmodule

===== /design/flow/constraint.sdc =====
current_design BCD7

set clk_period 1.9
set clk_io_pct 0.2

create_clock -name clk0 -period $clk_period

set non_clock_inputs [all_inputs -no_clocks]
set_input_delay [expr $clk_period * $clk_io_pct] -clock clk0 $non_clock_inputs
set_output_delay [expr $clk_period * $clk_io_pct] -clock clk0 [all_outputs]

===== /design/flow/run.sh =====
#!/bin/bash
# OpenROAD 26Q1-2900-gdf79404cd8, Yosys 0.63+post, stock flow scripts
make -C /OpenROAD-flow-scripts/flow DESIGN_CONFIG=/design/flow/config.mk WORK_HOME=/design/flow/orfs finish

==> run_results.csv <==
group,metric,value,unit
outcome,outcome,"completed",
place,dpl.hpwl,624,µm
drt,firstDrtPassIters,4,
synth,ys_sh_adder,5.39,%
place,place_congestion,0.616,
critical_path,cp_max_fo,8,
power,pwr-share-comb,100.0,%
drt,antenna_cells,0,
floorplan,die_area,6400,µm²
cells_and_area,syn_to_final_growth,122,%
critical_path,slowest_delay,0.45,ns
cells_and_area,seq_area,0,µm²
drt,drtIter0Drc,22,
power,power.leakage,0.212,nW
critical_path,crit_buf_inv,3,
power,p_switching,0.0376,mW
synth,ys_sh_mux,0,%
synth,yosys_warnings,0,
synth,yosysSeqAreaShare,0,%
final_timing,slew_headroom,86.9,%
critical_path,cp_top_family,"buffers and inverters",
final_timing,hold_violations,0,
cells_and_area,layout_top_cell,"buf_4",
synth,top_logic_kind,"AND-OR/OR-AND gates",
floorplan,row_count,21,
power,p_per_area,197,nW/µm²
critical_path,worst_path_max_delay_cell,"clkdlybuf4s50_1",
final_timing,finalClockPeriodUsage,95.1,%
critical_path,end_kind,"output port",
final_timing,slew_violations,0,
drt,final_antenna_net_count,0,
synth,aoi_share,43.1,%
cells_and_area,drive_gt1_share,52.9,%
job,max-cap-violations,0,
place,port_buffers,11,
drt,vias,288,
job,warnings,33,
synth,yosysUniqueCellTypes,20,
clock_network,holdBufCountCts,0,
cells_and_area,post-route-util,13.6,%
critical_path,crit_type,"input pin to output port",
critical_path,cp-start-kind,"input pin",
floorplan,fp_util,6.12,%
global_route,grt_max_degree,8,
critical_path,path_cells,"buf_2, nor3b_4, buf_4, a21o_2, clkdlybuf4s50_1",
synth,syn_inst,30,
power,p_sw_share,41.4,%
global_route,first_global_vias,305,
synth,syn_area_per_cell,6.97,µm²
floorplan,core_area,3420,µm²
final_timing,fin_crit,1.81,ns
power,clkPwrFrac,0,%
critical_path,required,1.52,ns
drt,avgViaCountPerCell,2.97,
drt,drt_wl_total,802,µm
synth,yosys_area,209,µm²
power,max-vdd-ir-drop,23.9,µV
final_timing,finalSetupViolations,0,
synth,ys_cells,30,
min_path,hold_class,"input pin to output port",
final_timing,fmax,553,MHz
synth,netlist_area,209,µm²
global_route,grt_overflow,0,
drt,drc_errors,0,
floorplan,die_w,80,µm
cells_and_area,clkbuf_count,0,
cells_and_area,seq_cell_count,0,
power,power.share.sequential,0,%
critical_path,critical_path_arrival,1.43,ns
floorplan,io_pins,11,
global_route,antenna_found_initial,0,
drt,wire_per_inst,8.27,µm
final_timing,worst_pin_slew,0.196,ns
synth,ys_sh_simple,27.5,%
final_timing,rsz0062_at_grt,"false",
cells_and_area,n_fill_cell,398,
power,internal-power,0.0534,mW
synth,ys_sh_xor,4.19,%
power,power.total,0.0910,mW
global_route,track_usage,2.49,%
cells_and_area,most-common-layout-cells,"buf_4 (13), a21oi_1 (5), dlygate4sd2_1 (5)",
global_route,grt_first_pass_wirelength,1.40,mm
floorplan,die_h,80,µm
-- power by group through the flow --
stage	registers [mW]	clock network, mW	logic, mW
CTS	0	0	0.0899
global route	0	0	0.102
finish	0	0	0.0910
-- path summary, 6_finish.rpt --
| kind | startpoint | endpoint | slack (ns) | cells past startpoint |
|---|---|---|---|---|
| setup / recovery | din[1] | dout[4] | 0.09 | 5 |
| hold / removal | din[0] | dout[2] | 1.28 | 4 |
-- metrics by stage --
stage / setup TNS (ns) / instance area [µm²] / setup slack, ns / std cells / hold WS (ns)
after global placement: -3.16 / 414 / -0.473 / 93 / 1.87
after global routing: 0 / 463 / 0.0270 / 97 / 1.31
after detailed placement: -3.16 / 414 / -0.493 / 93 / 1.86
final: 0 / 463 / 0.0931 / 97 / 1.28
after CTS: -0.0471 / 449 / -0.0471 / 97 / 1.35
after floorplan: 0 / 209 / 0.560 / 30 / 0.783
-- cell type report --
cell class	count	area (µm²)	area share [%]
Inverter	3	11.3	2.43
Timing Repair Buffer	24	196	42.4
Multi-Input combinational cell	24	198	42.7
Tap cell	46	57.6	12.4
-- what timing repair did --
item	4_1_cts	5_1_grt
setup buffers	4	1
gates resized	28	8
setup endpoints to repair	7	2
pin swaps	3	3
-- cell usage after synthesis --
library cell,instances,area [µm²]
nor2_1,2,7.51
xnor2_1,1,8.76
a211oi_1,1,7.51
a311o_1,1,10.0
nor3b_2,1,12.5
and3b_1,1,8.76
nor4_1,1,6.26
nand2_1,1,3.75
inv_2,1,3.75
inv_1,2,7.51
a21oi_1,5,25.0
nor3_1,2,10.0
o2bb2ai_2,1,15.0
buf_4,1,7.51
o2bb2ai_1,1,8.76
o21ai_0,3,15.0
and2_4,1,8.76
a21o_2,1,8.76
maj3_2,1,11.3
buf_6,2,22.5
-- kinds of logic (layout without fill, tap and decap cells) --
| group | after synthesis | after routing |
|---|---|---|
| AOI/OAI and AO/OA | 13 | 13 |
| and+or+nand+nor | 9 | 9 |
| buffers and inverters | 6 | 27 |
| adders and majority gates | 1 | 1 |
| xor gates and xnor gates | 1 | 1 |
-- metal layers --
metal | share of wire [%] | global-route usage [%] | vias to the layer above
met5 | 0 | 0 | -
met4 | 0 | 0 | 0
met3 | 5.1 | 0.682 | 0
met2 | 47 | 4.17 | 7
met1 | 48 | 3.30 | 129
li1 | - | - | 152
No activity file was given, so power comes from the tool's default toggle rates.
